==> /design/flow/design.v <==
module ingress_buffer_manager #(
  parameter                 BUFFER_WIDTH              = 12,    
  parameter                 MAX_REQ_WIDTH             = 9
)(
  input                     clk,
  input                     rst,
  input                     i_hst_buf_rdy_stb,     
  input         [1:0]       i_hst_buf_rdy,         
  output  reg               o_hst_buf_fin_stb,     
  output  reg   [1:0]       o_hst_buf_fin,         
  input                     i_ctr_en,              
  input                     i_ctr_mem_rd_req_stb,  
  input                     i_ctr_dat_fin,         
  output  reg               o_ctr_tag_rdy,         
  output        [7:0]       o_ctr_tag,             
  output        [9:0]       o_ctr_dword_size,      
  output        [11:0]      o_ctr_start_addr,      
  output  reg               o_ctr_buf_sel,         
  output                    o_ctr_idle,            
  input                     i_ing_cplt_stb,        
  input         [9:0]       i_ing_cplt_pkt_cnt,    
  input         [7:0]       i_ing_cplt_tag,        
  input         [6:0]       i_ing_cplt_lwr_addr,   
  output        [12:0]      o_bld_mem_addr,        
  output  reg   [1:0]       o_bld_buf_en,          
  input                     i_bld_buf_fin,         
  output        [15:0]      o_dbg_tag_en,
  output        [15:0]      o_dbg_tag_ingress_fin,
  output  reg               o_dbg_reenable_stb,     
  output  reg               o_dbg_reenable_nzero_stb  
);
localparam      IDLE                  = 4'h0;
localparam      WAIT_FOR_COMPLETION   = 4'h1;
localparam      FINISHED              = 4'h2;
localparam      WAIT_FOR_HOST         = 4'h1;
localparam      CTRL_TAGS_INTERFACE   = 4'h2;
localparam      WAIT_FOR_FINISH       = 4'h3;
localparam      BB_SEND_DATA_0        = 4'h1;
localparam      BB_SEND_DATA_1        = 4'h2;
localparam      MAX_REQ_SIZE          = 2 ** MAX_REQ_WIDTH;
localparam      BUFFER_SIZE           = 2 ** BUFFER_WIDTH;
localparam      BIT_FIELD_WIDTH       = 2 ** (BUFFER_WIDTH - MAX_REQ_WIDTH);
localparam      DWORD_COUNT           = MAX_REQ_SIZE / 4;
localparam      NUM_TAGS              = (BUFFER_SIZE / MAX_REQ_SIZE) * 2;
localparam      BUF0_POS              = 0;
localparam      BUF1_POS              = (NUM_TAGS / 2);
localparam      TAG0_BITFIELD         = (2 ** BUF1_POS) - 1;
localparam      TAG1_BITFIELD         = TAG0_BITFIELD << (BUF1_POS);
reg             [3:0]               gen_state;
reg             [3:0]               rcv_state;
reg                                 r_delay_stb;
reg                                 r_toggle;
reg             [1:0]               r_buf_status;
reg             [1:0]               r_hst_buf_rdy_cnt;
reg             [3:0]               r_tag_rdy_pos;
reg             [NUM_TAGS - 1:0]    r_tag_sm_en;
wire            [1:0]               w_tag_sm_idle;
reg             [NUM_TAGS - 1:0]    r_tag_sm_fin;
wire            [7:0]               w_tag_map_min[1:0];
wire            [7:0]               w_tag_map_max[1:0];
wire            [NUM_TAGS - 1:0]    w_tag_bitfield[1:0];
wire            [1:0]               w_tag_ingress_done;
wire            [15:0]              w_tmp_bf        = BIT_FIELD_WIDTH;
wire            [15:0]              w_tmp_ttl_width = MAX_REQ_SIZE;
wire            [15:0]              w_tmp_buf_width = BUFFER_SIZE;
wire            [7:0]               w_max_tags      = NUM_TAGS;
wire            [7:0]               w_tag_map0;
wire            [7:0]               w_tag_map1;
wire            [NUM_TAGS - 1:0]    w_tag_bitfield0;
wire            [NUM_TAGS - 1:0]    w_tag_bitfield1;
reg             [3:0]               tag_state[0:NUM_TAGS];
reg             [11:0]              r_byte_cnt[0:NUM_TAGS];
wire            [11:0]              byte_cnt0;
wire            [11:0]              byte_cnt1;
wire            [11:0]              byte_cnt2;
wire            [11:0]              byte_cnt3;
wire            [11:0]              byte_cnt4;
wire            [11:0]              byte_cnt5;
wire            [11:0]              byte_cnt6;
wire            [11:0]              byte_cnt7;
wire            [11:0]              byte_cnt8;
wire            [11:0]              byte_cnt9;
wire            [11:0]              byte_cnt10;
wire            [11:0]              byte_cnt11;
wire            [11:0]              byte_cnt12;
wire            [11:0]              byte_cnt13;
wire            [11:0]              byte_cnt14;
wire            [11:0]              byte_cnt15;
wire            [3:0]               tag_state0;
wire            [3:0]               tag_state1;
wire            [3:0]               tag_state2;
wire            [3:0]               tag_state3;
wire            [3:0]               tag_state4;
wire            [3:0]               tag_state5;
wire            [3:0]               tag_state6;
wire            [3:0]               tag_state7;
wire            [3:0]               tag_state8;
wire            [3:0]               tag_state9;
wire            [3:0]               tag_state10;
wire            [3:0]               tag_state11;
wire            [3:0]               tag_state12;
wire            [3:0]               tag_state13;
wire            [3:0]               tag_state14;
wire            [3:0]               tag_state15;
assign  o_ctr_tag             = r_tag_rdy_pos;
assign  w_tag_map0            = w_tag_map_min[0];
assign  w_tag_map1            = w_tag_map_min[1];
assign  w_tag_map_min[0]      = BUF0_POS;
assign  w_tag_map_min[1]      = BUF1_POS;
assign  w_tag_map_max[0]      = BUF0_POS + ((NUM_TAGS / 2) - 1);
assign  w_tag_map_max[1]      = BUF1_POS + ((NUM_TAGS / 2) - 1);
assign  o_ctr_start_addr      = o_ctr_tag << MAX_REQ_WIDTH;
assign  w_tag_bitfield[0]     = TAG0_BITFIELD;
assign  w_tag_bitfield[1]     = TAG1_BITFIELD;
assign  w_tag_bitfield0       = w_tag_bitfield[0];
assign  w_tag_bitfield1       = w_tag_bitfield[1];
assign  w_tag_sm_idle[0]      = ((r_tag_sm_en & w_tag_bitfield[0]) == 0);
assign  w_tag_sm_idle[1]      = ((r_tag_sm_en & w_tag_bitfield[1]) == 0);
assign  w_tag_ingress_done[0] = i_ctr_dat_fin ? ((r_tag_sm_fin & w_tag_bitfield[0])   == (r_tag_sm_en & w_tag_bitfield[0]) &&
                                                  ((r_tag_sm_en & w_tag_bitfield[0])  > 0)):
                                                ((r_tag_sm_fin & w_tag_bitfield[0])   == (r_tag_sm_en & w_tag_bitfield[0]) &&
                                                  ((r_tag_sm_en & w_tag_bitfield[0])  == w_tag_bitfield[0]));
assign  w_tag_ingress_done[1] = i_ctr_dat_fin ? ((r_tag_sm_fin & w_tag_bitfield[1])   == (r_tag_sm_en & w_tag_bitfield[1]) &&
                                                  ((r_tag_sm_en & w_tag_bitfield[1])  > 0)):
                                                ((r_tag_sm_fin & w_tag_bitfield[1])   == (r_tag_sm_en & w_tag_bitfield[1]) &&
                                                  ((r_tag_sm_en & w_tag_bitfield[1])  == w_tag_bitfield[1]));
assign  o_bld_mem_addr        = (i_ing_cplt_tag << (MAX_REQ_WIDTH - 2)) + r_byte_cnt[i_ing_cplt_tag][11:2];
assign  o_ctr_dword_size      = DWORD_COUNT;
assign  o_ctr_idle            = (r_tag_sm_en == 0);
assign  tag_state0            = tag_state[0];
assign  tag_state1            = tag_state[1];
assign  tag_state2            = tag_state[2];
assign  tag_state3            = tag_state[3];
assign  tag_state4            = tag_state[4];
assign  tag_state5            = tag_state[5];
assign  tag_state6            = tag_state[6];
assign  tag_state7            = tag_state[7];
assign  tag_state8            = tag_state[8];
assign  tag_state9            = tag_state[9];
assign  tag_state10           = tag_state[10];
assign  tag_state11           = tag_state[11];
assign  tag_state12           = tag_state[12];
assign  tag_state13           = tag_state[13];
assign  tag_state14           = tag_state[14];
assign  tag_state15           = tag_state[15];
assign  byte_cnt0             = r_byte_cnt[0];
assign  byte_cnt1             = r_byte_cnt[1];
assign  byte_cnt2             = r_byte_cnt[2];
assign  byte_cnt3             = r_byte_cnt[3];
assign  byte_cnt4             = r_byte_cnt[4];
assign  byte_cnt5             = r_byte_cnt[5];
assign  byte_cnt6             = r_byte_cnt[6];
assign  byte_cnt7             = r_byte_cnt[7];
assign  byte_cnt8             = r_byte_cnt[8];
assign  byte_cnt9             = r_byte_cnt[9];
assign  byte_cnt10            = r_byte_cnt[10];
assign  byte_cnt11            = r_byte_cnt[11];
assign  byte_cnt12            = r_byte_cnt[12];
assign  byte_cnt13            = r_byte_cnt[13];
assign  byte_cnt14            = r_byte_cnt[14];
assign  byte_cnt15            = r_byte_cnt[15];
assign  o_dbg_tag_en          = r_tag_sm_en;
assign  o_dbg_tag_ingress_fin = r_tag_sm_fin;
integer x;
always @ (posedge clk) begin
  o_hst_buf_fin_stb   <=  0;
  o_bld_buf_en        <=  0;
  o_hst_buf_fin       <=  2'b00;
  r_delay_stb         <=  0;
  o_dbg_reenable_stb  <=  0;
  o_dbg_reenable_nzero_stb  <=  0;
  if (rst || !i_ctr_en) begin
    r_tag_rdy_pos                       <=  0;
    r_tag_sm_en                         <=  0;
    o_ctr_buf_sel                       <=  0;
    o_ctr_tag_rdy                       <=  0;
    r_hst_buf_rdy_cnt                   <=  0;
    r_buf_status                        <=  0;
    gen_state                           <=  IDLE;
    rcv_state                           <=  IDLE;
    r_toggle                            <=  0;
  end
  else begin
    case (gen_state)
      IDLE: begin
        o_hst_buf_fin_stb               <=  1;
        r_toggle                        <=  0;             
        gen_state                       <=  WAIT_FOR_HOST;
      end
      WAIT_FOR_HOST: begin
        if (!i_hst_buf_rdy_stb && !r_delay_stb && (r_hst_buf_rdy_cnt > 0))  begin
          o_ctr_buf_sel                 <=  r_buf_status[0];
          r_buf_status[0]               <=  r_buf_status[1];
          r_tag_rdy_pos                 <=  w_tag_map_min[r_buf_status[0]];
          r_hst_buf_rdy_cnt             <=  r_hst_buf_rdy_cnt - 1;
          gen_state                     <=  CTRL_TAGS_INTERFACE;
        end
      end
      CTRL_TAGS_INTERFACE: begin
        o_ctr_tag_rdy                   <=  1;
        if (i_ctr_mem_rd_req_stb) begin
          if (r_tag_sm_en[r_tag_rdy_pos]) begin
            o_dbg_reenable_stb          <=  1;
            if (r_byte_cnt[r_tag_rdy_pos] > 0) begin
              o_dbg_reenable_nzero_stb  <=  1;
            end
          end
          r_tag_sm_en[r_tag_rdy_pos]    <=  1;
          if (r_tag_rdy_pos < w_tag_map_max[o_ctr_buf_sel]) begin
            r_tag_rdy_pos               <=  r_tag_rdy_pos + 1;
          end
          else begin
            gen_state                   <= WAIT_FOR_FINISH;
            o_ctr_tag_rdy               <=  0;
          end
        end
      end
      WAIT_FOR_FINISH: begin
        if (o_hst_buf_fin_stb) begin
          gen_state                     <= WAIT_FOR_HOST;
        end
      end
      default: begin
        gen_state                       <= IDLE;
      end
    endcase
    case (rcv_state)
      IDLE: begin
        if (w_tag_ingress_done[0]) begin
          rcv_state                   <=  BB_SEND_DATA_0;
        end
        else if (w_tag_ingress_done[1]) begin
          rcv_state                   <=  BB_SEND_DATA_1;
        end
      end
      BB_SEND_DATA_0: begin
        o_bld_buf_en[0]               <=  1;
        if (i_bld_buf_fin) begin
          o_hst_buf_fin[0]            <=  1;
          o_hst_buf_fin_stb           <=  1;
          r_tag_sm_en                 <=  r_tag_sm_en & ~TAG0_BITFIELD;
          rcv_state                   <=  IDLE;
        end
      end
      BB_SEND_DATA_1: begin
        o_bld_buf_en[1]               <=  1;
        if (i_bld_buf_fin) begin
          o_hst_buf_fin[1]            <=  1;
          o_hst_buf_fin_stb           <=  1;
          r_tag_sm_en                 <=  r_tag_sm_en & ~TAG1_BITFIELD;
          rcv_state                   <=  IDLE;
        end
      end
      default: begin
        rcv_state                     <=  IDLE;
      end
    endcase
    if (i_hst_buf_rdy_stb && (i_hst_buf_rdy > 0)) begin
      r_buf_status[r_hst_buf_rdy_cnt]   <=  i_hst_buf_rdy[1];
      r_hst_buf_rdy_cnt                 <=  r_hst_buf_rdy_cnt + 1;
      r_delay_stb                       <=  1;
    end
  end
end
genvar i;
generate
for (i = 0; i < NUM_TAGS; i = i + 1) begin : tag_sm
always @ (posedge clk) begin
  r_tag_sm_fin[i]           <=  0;
  if (rst || !i_ctr_en) begin
    tag_state[i]            <=  IDLE;
    r_tag_sm_fin[i]         <=  0;
    r_byte_cnt[i]           <=  0;
  end
  else begin
    case (tag_state[i])
      IDLE: begin
        r_byte_cnt[i]       <=  0;
        if (r_tag_sm_en[i]) begin
          tag_state[i]      <=  WAIT_FOR_COMPLETION;
        end
      end
      WAIT_FOR_COMPLETION: begin
        if (i_ing_cplt_stb && (i_ing_cplt_tag == i)) begin
          r_byte_cnt[i]       <=  r_byte_cnt[i] + {i_ing_cplt_pkt_cnt, 2'b00};
        end
        if (r_byte_cnt[i] >= MAX_REQ_SIZE) begin
          tag_state[i]        <=  FINISHED;
        end
      end
      FINISHED: begin
        r_tag_sm_fin[i]     <=  1;
        if (!r_tag_sm_en[i]) begin
          tag_state[i]      <=  IDLE;
        end
      end
    endcase
  end
end
end
endgenerate
endmodule
==> /design/flow/run.sh <==
#!/bin/bash
# OpenROAD 26Q1-2900-gdf79404cd8, Yosys 0.63+post, stock flow scripts
make -C /OpenROAD-flow-scripts/flow DESIGN_CONFIG=/design/flow/config.mk WORK_HOME=/design/flow/orfs finish
==> /design/flow/config.mk <==
export PLATFORM = sky130hd
export DESIGN_NAME = ingress_buffer_manager
export DESIGN_NICKNAME = ingress_buffer_manager
export VERILOG_FILES = /design/flow/design.v
export SDC_FILE = /design/flow/constraint.sdc
export NUM_CORES = 4
export LEC_CHECK = 1
export CORE_UTILIZATION = 50
==> /design/flow/constraint.sdc <==
current_design ingress_buffer_manager

set clk_period 21.8
set clk_io_pct 0.2

create_clock -name clk0 -period $clk_period [get_ports {clk}]

set non_clock_inputs [all_inputs -no_clocks]
set_input_delay [expr $clk_period * $clk_io_pct] -clock clk0 $non_clock_inputs
set_output_delay [expr $clk_period * $clk_io_pct] -clock clk0 [all_outputs]
==> results_dict.tcl <==
# place-and-route summary
set metrics [dict create \
    run_status "complete, no violations" \
    p_switching_uw 300 \
    p_seq_frac 0.408 \
    dp_hpwl_um 50500 \
    max_slew.worst_pin.slew_ns 0.973 \
    fp_util 0.507 \
    swShare 0.252 \
    total_power_mw 1.19 \
    yosys_area_mm2 0.0186 \
    clk_latency_ns 0.55 \
    dp_cells 2789 \
    drc 0 \
    openroad.warnings 36 \
    clkPwrFrac 0.507 \
    grt_use_met3 0.0837 \
    ys_top_cells_by_area "dfxtp_1 (29%), ha_1 (10%), a22oi_1 (7.5%), nor2_1 (6.4%), a21oi_1 (4.2%)" \
    cts_made_buffers 35 \
    num_vias 18374 \
    drt_iter0_markers 1702 \
    die_x_um 195 \
    antenna_found_initial 1 \
    cts_sinks 265 \
    fin_crit_sh 0.584 \
    cts.htree.levels 2 \
    grt.met2_usage 0.556 \
    synth_cell_types 77 \
    cts_root_buf "clkbuf_16" \
    crit_path_top_delay_cell "clkdlybuf4s50_1" \
    synthCells 2296 \
    die_area_mm2 0.0379 \
    grt_pass1_wl_um 104000 \
    cts_tree "yes" \
    cp_max_fo 22 \
    yosysWarnings 15 \
    synth.avg_cell_area_um2 8.09 \
    synth-edff-count 0 \
    arrival_ns 8.38 \
    critPathCaptureType "primary output" \
    combGateArea_mm2 0.0125 \
    flop_cell "dfxtp_1" \
    netlist_area_mm2 0.0186 \
    die_h_um 195 \
    ys.flops 265 \
    comb_power_share 0.085 \
    post_cts_buffers 0 \
    max_freq_mhz 78.5 \
    hp-class "flip-flop to flip-flop" \
    clockBufferDepth 3 \
    worst_clock_skew_ns 0.0265 \
    grt_pass1_vias 16643 \
    grt.overflow.total 0 \
    top_area_frac 0.286 \
    postSynthSeqShare 0.286 \
    grtUsageMet1 0.558 \
    area_delta_synth_final_pct 13.4 \
    cp-start-kind "input pin" \
    ys_cells 2296 \
    regArea_mm2 0.00531 \
    gp_congestion 1.01 \
    n_fill_cell 3231 \
    ctsHoldBuffers 0 \
    relSlewSlack 0.351 \
    path_buffers 2 \
    diodes 0 \
    drive_above_1_share 0.0663 \
    portBuffers 89 \
    ant_nets 0 \
    fin_cells 2852 \
    grt.busiest_layer "met1" \
    power_density_mw_per_mm2 56.6 \
    cts.repair.resized 0 \
    crit_required_ns 17.44 \
    postRouteWirelength_um 69400 \
    async_flop_share 0 \
    grt_start_max_net_pins 59 \
    crit_chain "clkdlybuf4s50_1 > or2_2 > nor2_1 > a22o_1 > a2111oi_0 > a31oi_1 > ha_1 > a21o_1 > a21oi_1 > nor2_1 > xor2_1 > clkdlybuf4s50_1" \
    hold_viol 0 \
    cts.clk_slew.worst_paths_ns 0.06 \
    slew_violations 0 \
    p_int_uw 891 \
    crit_type "input pin to primary output" \
    cpLargestDelayFamily "buffers and inverters" \
    leakage_nw 8.08 \
    core-area_mm2 0.0366 \
    wl_per_cell_um 24.3 \
    dr.pass1.iters 8 \
    slowest_delay_ns 0.84 \
    period_needed_ns 12.74 \
    rows 70 \
    maxCapViolations 0 \
    grt_usage 0.378 \
    irDropWorstVdd_uv 58.0 \
    rsz0062_at_grt "false" \
    tns_ns 0 \
    viasPerCell 6.44 \
    io_pins 120 \
    setup_viol 0 \
    yosys.area.top_type "dfxtp_1" \
]
==> cell usage in the layout, fill, tap and decap left out, drive strengths merged, types with 23 or more instances in the layout <==
cell type        n
nor2           316
dfxtp          265
a22oi          185
nand2          175
a21oi          155
ha             154
o21ai           92
clkdlybuf4s50   87
nand3           85
xnor2           82
nor3            67
buf             53
inv             44
clkbuf          44
o211ai          43
a21o            39
xor2            36
nand4           31
and3            27
nand2b          24
a211oi          24
conb            23
==> power groups by stage <==
stage | Sequential (mW) | Clock, mW | Combinational (mW)
after CTS | 0.485 | 0.611 | 0.0997
after global routing | 0.485 | 0.632 | 0.110
final | 0.486 | 0.604 | 0.101
==> synth_stat cells (40+ instances only) <==
cell type,number
inv_1,40
o21ai_0,90
nand3_1,85
dfxtp_1,265
o211ai_1,43
nand2_1,175
ha_1,154
clkbuf_1,70
nor2_1,315
a22oi_1,185
a21oi_1,154
nor3_1,67
xnor2_1,82
==> cell type report <==
cell class,count,share of cell area
multi-input combinational,1875,0.595
sequential,265,0.252
clock buffer,44,0.0466
timing repair buffer,140,0.0600
inverter,41,0.00755
clock inverter,19,0.0109
tap,468,0.0278
==> metrics by stage <==
stage | hold slack, ns | instance area (µm²) | utilization | setup slack, ns
3_3_place_gp | 0.435 | 19800 | 0.542 | 9.19
2_1_floorplan | 0.425 | 18600 | - | 10.68
4_1_cts | 0.455 | 21100 | 0.575 | 9.13
5_1_grt | 0.467 | 21100 | 0.575 | 8.95
3_5_place_dp | 0.447 | 19800 | 0.542 | 9.13
6_report | 0.453 | 21100 | 0.575 | 9.06
==> metal layers <==
layer	routed length (µm)	part of all wire
met5	0	0
met4	2880	0.042
met3	6100	0.088
met2	30100	0.43
met1	30300	0.44
==> registers in the layout (all words and copies together), names as in the netlist, 2 cells and up <==
| register | count |
|---|---|
| o_bld_buf_en | 2 |
| rcv_state | 3 |
| r_tag_sm_fin | 16 |
| r_byte_cnt | 160 |
| o_hst_buf_fin | 2 |
| r_tag_sm_en | 16 |
| gen_state | 4 |
| r_tag_rdy_pos | 4 |
| r_buf_status | 2 |
| tag_state | 48 |
| r_hst_buf_rdy_cnt | 2 |
==> final timing paths <==
check	slack, ns	to	startpoint	cells after the start
max	9.06	o_bld_mem_addr[12]	i_ing_cplt_tag[0]	12
min	0.45	o_hst_buf_fin_stb	gen_state[0]	2
max reg2reg	18.57	o_dbg_reenable_nzero_stb	r_tag_rdy_pos[0]	8
min reg2reg	0.45	o_hst_buf_fin_stb	gen_state[0]	2
==> kinds of logic after synthesis <==
kind of cell	synth area share
multiplexers	0.0222
AND-OR/OR-AND	0.250
AND/OR/NAND/NOR	0.220
other	0.000405
adder cells (fa/ha/maj)	0.122
flip-flops	0.286
XOR/XNOR	0.0557
buffers and inverters	0.0442
==> worst reg2reg max path, cell delays in order, from the launching register on <==
cell and delay (ns):
dfxtp_1 0.70, inv_1 0.14, ha_1 0.22, buf_4 0.24
a2111oi_0 0.48, buf_4 0.22, nand3_1 0.08, o41ai_1 0.78
a41oi_1 0.19
Power and IR drop assume default switching activity.
